--- flow/design.v ---
module sdram_con2(
    input   logic           clk, clk_sdrami, rst,
    input   logic   [22:0]  addrin,
    input   logic           wrreq, rereq,
    input   logic   [15:0]  datain,  
    output  logic   [15:0]  dataout, 
    output  logic           rwdone_w, rw_wait, rw_busy,
    inout           [15:0]  sdram_dqo,
    output  logic           sdram_dqm1, sdram_dqm0,
    output  logic           sdram_cke,
                            sdram_clk,
                            sdram_wen,
                            sdram_casn,
                            sdram_rasn,
                            sdram_csn,
    output  logic   [1:0]   sdram_ba,
    output  logic   [12:0]  sdram_addr
);
    localparam CAS_Latency = 'd2;
    localparam WAITC_CONST = 'd1;
    localparam REFC_CONST  = 'd7;
    localparam REFRESH_COUNT = 'd3000;
    logic   [9:0]   rowaddr, coladdr;
    logic   [3:0]   command_wire;
    logic   [15:0]  waitcount, refcount;
    logic   [31:0]  reftimer;
    assign  {sdram_csn, sdram_rasn, sdram_casn, sdram_wen} = command_wire; 
    assign  sdram_dqm0 = 'b0;
    assign  sdram_dqm1 = 'b0;
    assign  sdram_cke  = 'b1;
    assign  sdram_clk  = clk_sdrami;
    localparam  COM_ACT = 'b0011;
    localparam  COM_PRE = 'b0010;
    localparam  COM_RED = 'b0101;
    localparam  COM_WRI = 'b0100;
    localparam  COM_NOP = 'b0111;
    localparam  COM_REF = 'b0001;
    localparam  COM_BST = 'b0110;
    localparam  BA_PALL = 'b00_00_1_0000000000;
    typedef enum logic  [4:0] { 
        prechargeS, idleS, refreshS, RowAS, write1S, write2S, write3S, read1S, read2S, read3S,
        waitNclk
    } state_def;
    state_def state, afstate;
    always_comb begin
            case(afstate)
                idleS:      sdram_dqo <= 16'h0000;
                RowAS:      sdram_dqo <= datain;
                read1S:     sdram_dqo <= (CAS_Latency == 'd2)? 16'hzzzz : 16'h0000;
                read2S:     sdram_dqo <= 16'hzzzz;
                read3S:     sdram_dqo <= 16'hzzzz;
                write1S:    sdram_dqo <= 16'h0000;
                write2S:    sdram_dqo <= 16'h0000;
                write3S:    sdram_dqo <= 16'h0000;
                waitNclk:   sdram_dqo <= 16'h0000;
                refreshS:   sdram_dqo <= 16'h0000;
                default :   sdram_dqo <= 16'h0000;
            endcase
    end
    always_comb begin
            case(afstate)
                idleS:      dataout <= 16'h0000;
                RowAS:      dataout <= datain;
                read1S:     dataout <= (CAS_Latency == 'd2)? sdram_dqo : 16'h0000;
                read2S:     dataout <= sdram_dqo;
                read3S:     dataout <= sdram_dqo;
                write1S:    dataout <= 16'h0000;
                write2S:    dataout <= 16'h0000;
                write3S:    dataout <= 16'h0000;
                waitNclk:   dataout <= 16'h0000;
                refreshS:   dataout <= 16'h0000;
                default :   dataout <= 16'h0000;
            endcase
    end
    always_ff @(posedge clk or posedge rst)begin
        if(rst)begin
            {sdram_ba, sdram_addr} <= BA_PALL;
        end else begin
            case(state)
                idleS:begin
                    if(wrreq | rereq) {sdram_ba, sdram_addr} <= {2'b00, addrin[22:10]};
                end
                RowAS:begin
                    if(wrreq | rereq)        {sdram_ba, sdram_addr} <= {2'b00, 3'b000, addrin[9:0]};
                    else if(reftimer <= 'd10){sdram_ba, sdram_addr} <= {2'b00, 3'b000, 10'b0};
                    else                     {sdram_ba, sdram_addr} <= {2'b00, 3'b000, 10'b0};
                end
                read1S: {sdram_ba, sdram_addr} <= {2'b00, 13'b0};
                read2S: {sdram_ba, sdram_addr} <= {2'b00, 13'b0};
                read3S: {sdram_ba, sdram_addr} <= {2'b00, 13'b0};
                write1S:{sdram_ba, sdram_addr} <= {2'b00, 13'b0};
                write2S:{sdram_ba, sdram_addr} <= {2'b00, 13'b0};
                write3S:{sdram_ba, sdram_addr} <= {2'b00, 13'b0};
                waitNclk:{sdram_ba, sdram_addr}<= (waitcount == WAITC_CONST) ? {2'b00, 3'b001, 10'b0} : {2'b00, 13'b0};
                refreshS:{sdram_ba, sdram_addr}<= {2'b00, 13'b0};
                default:{sdram_ba, sdram_addr} <= {2'b00, 13'b0};
            endcase
        end
    end
    always_ff @(posedge clk or posedge rst)begin
        if(rst) begin
            waitcount <= WAITC_CONST;
            refcount  <= REFC_CONST;
            command_wire <= COM_PRE;
            state <= waitNclk;
            rw_busy <= 'b1;
        end else begin
            if(state == refreshS) reftimer <= REFRESH_COUNT;
            else reftimer <= reftimer - 'd1;
            afstate = state;
            case(state)
                prechargeS : begin
                    command_wire <= COM_NOP;
                    state <= idleS;
                    rw_busy <= 'b0;
                end
                idleS : begin
                    if(wrreq | rereq)begin
                        command_wire <= COM_ACT;
                        state <= RowAS;
                        rw_busy <= 'b1;
                    end else if(reftimer <= 'd10)begin
                        command_wire <= COM_REF;
                        state <= refreshS;
                        rw_busy <= 'b1;
                    end else begin
                        command_wire <= COM_PRE;  
                        state <= idleS;
                        rw_busy <= 'b0;
                    end
                end
                RowAS:begin
                    if(wrreq) begin
                        command_wire <= COM_WRI;
                        rw_wait <= 'b1;
                        state <= write1S;
                    end else begin
                        command_wire <= COM_RED;
                        rw_wait <= 'b1;
                        state <= read1S;
                    end
                end
                read1S:begin
                    command_wire <= COM_BST;
                    state <= read2S;
                end
                read2S:begin
                    command_wire <= COM_NOP;
                    rw_wait <=  (CAS_Latency == 'd2)  ? 'b0 : 'b1;
                    rwdone_w <= (CAS_Latency == 'd2)  ? 'b1 : 'b0;
                    state <= (CAS_Latency == 'd2) ? waitNclk : read3S;
                end
                read3S:begin
                    command_wire <= COM_NOP;
                    rw_wait <= 'b0;
                    rwdone_w <= 'b1;
                    state <= waitNclk;
                end
                write1S:begin
                    command_wire <= COM_BST;
                    state <= write2S;
                end
                write2S:begin
                    command_wire <= COM_NOP;
                    rw_wait  <= (CAS_Latency == 'd2) ? 'b0 : 'b1;
                    rwdone_w <= (CAS_Latency == 'd2) ? 'b1 : 'b0;
                    state <= (CAS_Latency == 'd2) ? waitNclk : write3S;                    
                end
                write3S:begin
                    command_wire <= COM_NOP;
                    rw_wait <= 'b0;
                    rwdone_w <= 'b1;
                    state <= waitNclk;
                end
                waitNclk: begin
                    command_wire <= (waitcount == WAITC_CONST) ? COM_PRE : COM_NOP;
                    rwdone_w <= (waitcount == WAITC_CONST) ? 'b0 : rwdone_w;
                    waitcount <= (waitcount == 'd0) ? WAITC_CONST : waitcount - 'd1;
                    state <= (waitcount == 'd0) ?  prechargeS : waitNclk;
                    rw_busy <= (waitcount == 'd0) ? 'b0 : 'b1;
                end
                refreshS: begin
                    command_wire <= COM_NOP;
                    refcount <= (refcount == 'd0) ? REFC_CONST : refcount - 'd1;
                    state    <= (refcount == 'd0) ? idleS : refreshS;
                    rw_busy  <= (refcount == 'd0) ? 'b0 : 'b1;
                end
                default : state <= idleS;
            endcase
        end
    end
endmodule
--- flow/run.sh ---
#!/bin/bash
# OpenROAD 26Q1-2900-gdf79404cd8, Yosys 0.63+post, stock flow scripts
make -C /OpenROAD-flow-scripts/flow DESIGN_CONFIG=/design/flow/config.mk WORK_HOME=/design/flow/orfs finish
--- flow/config.mk ---
export PLATFORM = sky130hd
export DESIGN_NAME = sdram_con2
export DESIGN_NICKNAME = sdram_con2
export VERILOG_FILES = /design/flow/design.v
export SDC_FILE = /design/flow/constraint.sdc
export NUM_CORES = 4
export LEC_CHECK = 1
export CORE_UTILIZATION = 40
--- flow/constraint.sdc ---
current_design sdram_con2

set clk_period 9.7
set clk_io_pct 0.2

create_clock -name clk0 -period $clk_period [get_ports {clk}]

set non_clock_inputs [all_inputs -no_clocks]
set_input_delay [expr $clk_period * $clk_io_pct] -clock clk0 $non_clock_inputs
set_output_delay [expr $clk_period * $clk_io_pct] -clock clk0 [all_outputs]
==> impl_metrics.csv <==
group,metric,value,unit
status,status,"stopped before the end",
status,outcome.stop_stage,"clock tree synthesis",
status,tool_error,"[error] [KeplerFormal.cpp:679] Workflow failed: Iso has multiple drivers: .sdram_dqo0, _584_.X0",
placement,input_output_buffers,77,
die,chipHeight,113,um
synthesis,number_of_standard_cells_reported_by_yosys,506,
synthesis,ys_ff,91,
synthesis,ys_area,4920,um^2
synthesis,syn-cell-area,4920,um^2
clock_network,ctsLongestPathBuffers,2,
clock_network,cts_hold_repair.buffers,0,
synthesis,edf_count,38,
synthesis,flop_cell,"dfrtp_1",
placement,finalWeightedCongestion,0.793,
die,initial_core_util,0.409,
die,num_io_pins,102,
synthesis,postSynth.asyncResetShare,0.582,
die,die_w,113,um
clock_network,clock-sinks,91,
placement,post-place-cells,692,
clock_network,cts_htree_levels,3,
placement,place_hpwl,6530,um
clock_network,post_cts_buffers,0,
clock_network,cts_buffers,9,
synthesis,count_of_mapped_cells_out_of_synthesis,506,
die,rows,40,
clock_network,ctsRootBufferMaster,"clkbuf_16",
clock_network,cts_resized,0,
synthesis,yosys_warnings,15,
synthesis,post_synth.cell_area_avg,9.72,um^2
synthesis,synth_cell_type_count,53,
synthesis,synth_seq_share,0.504,
## per-stage QoR
| stage | worst slack, ps | total power [mW] | cell area (um^2) | util |
|---|---|---|---|---|
| after detailed placement | 4750 | 1.18 | 5670 | 0.472 |
| after global placement | 4750 | 1.17 | 5670 | 0.472 |
| after floorplan | 5530 | 1.01 | 4930 | - |
## cell usage after synthesis (all sizes together), types with 7 or more instances
cell | count | area [um^2]
nor4 | 21 | 131
o21ai | 15 | 75.1
nor2 | 65 | 244
edfxtp | 38 | 1140
and2 | 18 | 113
nand3 | 9 | 45.0
nor3 | 17 | 85.1
or4 | 14 | 116
clkbuf | 23 | 86.3
xor2 | 7 | 61.3
dfstp | 9 | 236
dfrtp | 44 | 1100
a21oi | 26 | 134
inv | 13 | 48.8
nand2 | 46 | 173
a31oi | 11 | 68.8
xnor2 | 31 | 272
buf | 24 | 176
or3 | 16 | 105
## cells by family after synthesis
kind of cell | Yosys count | synth area share
fa+ha+maj | 5 | 0.0127
buf+inv | 60 | 0.0634
flops | 91 | 0.504
xor+xnor | 38 | 0.0677
simple gates | 229 | 0.243
compound gates | 75 | 0.0937
other cells | 2 | 0.00153
mux | 6 | 0.0135
Power is estimated from default activity; no workload was simulated.
